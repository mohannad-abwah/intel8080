## /design/flow/design.v

```verilog
module multiplexer(
	input wire[7:0] data_0,
	input wire[7:0] data_1,
	input wire[7:0] data_2,
	input wire[7:0] data_3,
	input wire[7:0] data_4,
	input wire[7:0] data_5,
	input wire[7:0] data_6,
	input wire[7:0] data_7,
	input wire[7:0] data_8,
	input wire[7:0] data_9,
	input wire select_0,
	input wire select_1,
	input wire select_2,
	input wire select_3,
	input wire select_4,
	input wire select_5,
	input wire select_6,
	input wire select_7,
	input wire select_8,
	input wire select_9,
	output reg[7:0] out
);
	wire[9:0] select = {select_0, select_1, select_2, select_3, select_4, select_5, select_6, select_7, select_8, select_9};
	always @ (*)
	begin
		case(select)
			10'b1000000000: out = data_0;
			10'b0100000000: out = data_1;
			10'b0010000000: out = data_2;
			10'b0001000000: out = data_3;
			10'b0000100000: out = data_4;
			10'b0000010000: out = data_5;
			10'b0000001000: out = data_6;
			10'b0000000100: out = data_7;
			10'b0000000010: out = data_8;
			10'b0000000001: out = data_9;
			default: out = 8'bzzzzzzzz;
		endcase
	end
endmodule 
```

## /design/flow/run.sh

```bash
#!/bin/bash
# OpenROAD 26Q1-2900-gdf79404cd8, Yosys 0.63+post, stock flow scripts
make -C /OpenROAD-flow-scripts/flow DESIGN_CONFIG=/design/flow/config.mk WORK_HOME=/design/flow/orfs finish
```

## /design/flow/config.mk

```make
export PLATFORM = sky130hd
export DESIGN_NAME = multiplexer
export DESIGN_NICKNAME = multiplexer
export VERILOG_FILES = /design/flow/design.v
export SDC_FILE = /design/flow/constraint.sdc
export NUM_CORES = 4
export LEC_CHECK = 1
export CORE_AREA = 10 10 70 70
export DIE_AREA = 0 0 80 80
```

## /design/flow/constraint.sdc

```tcl
current_design multiplexer

set clk_period 4.2
set clk_io_pct 0.2

create_clock -name clk0 -period $clk_period

set non_clock_inputs [all_inputs -no_clocks]
set_input_delay [expr $clk_period * $clk_io_pct] -clock clk0 $non_clock_inputs
set_output_delay [expr $clk_period * $clk_io_pct] -clock clk0 [all_outputs]
```

==> impl_metrics.yaml <==
# implementation run metrics
detailed_routing:
  num_antenna_cells: 0
  via_per_inst: 5.13
  ant_nets: 0
  drt_iter0_markers: 42
  via_count: 1374
  wl_per_cell_um: 17.6
  wl_mm: 4.71
  drcViolationCount: 0
  drt_pass1_iterations: 4
synthesis:
  ys_seq_share_pct: 0
  yosysTopAreaCell: "a22oi_1"
  top_cell: "a22oi_1"
  topCellsByArea: "a22oi_1 (29%), o22ai_1 (11%), mux2_2 (9.5%)"
  ys_chip_area_um2: 831
  yosysWarningCount: 2
  ys_cells: 124
  synth_cell_types: 31
  top_area_share_pct: 28.9
  syn_inst: 124
  syn-cell-area_um2: 831
  top_cells_by_count: "a22oi_1 (32), o22ai_1 (14), nor2_1 (9)"
  synth_area_per_cell_um2: 6.70
sta:
  fin_setup_tns_ns: 0
  period_used_pct: 96.3
  finalSetupViolations: 0
  drv_slew: 0
  grt_setup_unrepaired: "no"
  worst_slew_pin_slew_ns: 0.570
  final_hold_viol_count: 0
  min_period_ns: 4.05
  slew_headroom_pct: 61.9
  fmax_mhz: 247
critical_path:
  slowest_stage: "clkdlybuf4s50_1"
  critPathArrivalTime_ns: 3.21
  cp_cell_sequence: "clkdlybuf4s50_1 > nor4b_2 > a31oi_1 > a2111oi_4 > o211ai_2 > nand2_4 > mux2_2 > clkdlybuf4s50_1"
  path_common_cell: "clkdlybuf4s50_1"
  end_kind: "output pin"
  worstSetupStartpointType: "input pin"
  critPathKind: "input pin to output pin"
  path_max_fanout: 8
  slowest_delay_ns: 0.45
  crit_required_ns: 3.36
layout:
  fill_cells: 329
  finalCoreUtilization_pct: 57.3
  clock_buffers: 0
  seq_area_um2: 0
  syn_to_final_growth_pct: 136
  drive_gt1_share_pct: 12.6
  flops: 0
placement:
  gp_congestion: 0.942
  dp_hpwl_mm: 4.21
  port_buffers: 98
power:
  powerDensity_nw_per_um2: 79.4
  cellLeakagePower_nw: 0.706
  peakVddDrop_mv: 0.0398
grt:
  grt_max_degree: 9
  top_usage_layer: "met2"
  grt_use_met1_pct: 19.1
  track_usage_pct: 13.6
  antenna_found_initial: 0
  met3_usage_pct: 4.55
  grt_pass1_wl_mm: 7.22
  grt_pass1_vias: 1439
  met2_usage_pct: 20.9
  overflow: 0
floorplan:
  dieArea_um2: 6400
  die.size.y_um: 80
  die_w_um: 80
  core-area_um2: 3420
  fp-utilization_pct: 24.3
  rows: 21
  pin_count: 98
run:
  tool_warnings: 33
  drv_cap: 0
clock_network:
  post_cts_buffers: 0
  holdBufCountCts: 0
outcome:
  status: "complete, no violations"
worst_hold_path:
  hold_class: "input pin to output pin"
## cell type report
class                      count  area (um^2)  area share (%)
multi-input combinational    108          810            41.4
tap                           46         57.6            2.94
inverter                       5         18.8           0.959
timing repair buffer         109         1070            54.7
## cell usage in the layout (no fill, tap or decap), types with 4 or more instances in the layout
cell type        count
o22ai_1             14
buf_4               11
nor2_1               8
a22oi_1             32
nor2b_1              7
clkdlybuf4s50_1     95
inv_1                5
nand2_1              8
mux2_2               7
a221o_1              4
## power by group
part	leakage (nW)	switching, W	internal (W)
clock	0	0	0
combinational	0.706	0.0000484	0.000107
sequential	0	0	0
total	0.706	0.0000484	0.000107
## per-stage QoR
| stage | hold slack [ns] | setup slack (ns) | power (W) | cells | instance area [um^2] |
|---|---|---|---|---|---|
| 2_1_floorplan | 1.76 | 1.15 | 0.0000421 | 124 | 831 |
| 3_3_place_gp | 2.72 | 0.0504 | 0.000152 | 268 | 1910 |
| 3_5_place_dp | 2.71 | 0.0177 | 0.000153 | 268 | 1910 |
| 4_1_cts | 2.72 | 0.0162 | 0.000154 | 268 | 1920 |
| 5_1_grt | 2.75 | 0.0311 | 0.000167 | 268 | 1960 |
| 6_report | 2.71 | 0.155 | 0.000155 | 268 | 1960 |
## worst max-delay path: cells and delay by family
family / cells / cell delay [ns]
muxes: 1 / 0.35
buffers and inverters: 2 / 0.87
and+or+nand+nor: 2 / 0.47
AOI/OAI and AO/OA: 3 / 0.67
## cells by family after synthesis
group | count (synthesis) | share of synthesized area [%]
muxes | 7 | 9.49
AOI/OAI and AO/OA | 61 | 57.2
buffers and inverters | 16 | 7.23
and+or+nand+nor | 38 | 23.9
xor gates and xnor gates | 2 | 2.11
## metal layers
metal	vias up	wire length, um
li1	705	-
met2	71	1980
met3	0	455
met5	-	0
met4	0	0
met1	598	2280
## what timing repair did
action                     in CTS  in global routing
gates resized                   1                  8
setup endpoints to repair       7                  8
pin swaps                       0                  1
## worst paths after layout
| check | from | to | cells after the start |
|---|---|---|---|
| min | data_0[5] | out[5] | 3 |
| max | select_7 | out[2] | 8 |
Power is estimated from default activity; no workload was simulated.
