`design/flow/run.sh`:
```
#!/bin/bash
# OpenROAD 26Q1-2900-gdf79404cd8, Yosys 0.63+post, stock flow scripts
make -C /OpenROAD-flow-scripts/flow DESIGN_CONFIG=/design/flow/config.mk WORK_HOME=/design/flow/orfs finish
```
`design/flow/config.mk`:
```
export PLATFORM = sky130hd
export DESIGN_NAME = arithmetic_logic_unit
export DESIGN_NICKNAME = arithmetic_logic_unit
export VERILOG_FILES = /design/flow/design.v
export SDC_FILE = /design/flow/constraint.sdc
export NUM_CORES = 4
export LEC_CHECK = 1
export CORE_AREA = 10 10 70 70
export DIE_AREA = 0 0 80 80
```
`design/flow/constraint.sdc`:
```
current_design arithmetic_logic_unit

set clk_period 6.9
set clk_io_pct 0.2

create_clock -name clk0 -period $clk_period

set non_clock_inputs [all_inputs -no_clocks]
set_input_delay [expr $clk_period * $clk_io_pct] -clock clk0 $non_clock_inputs
set_output_delay [expr $clk_period * $clk_io_pct] -clock clk0 [all_outputs]
```
`design/flow/design.v`:
```
module arithmetic_logic_unit(
	input wire ALU_control,
	input wire[7:0] input1,
	input wire[7:0] input2,
	output wire[7:0] out
);
	assign out = ALU_control ? input2 - input1 : input1 + input2;
endmodule 
```
==> results.py <==
# Metrics from the implementation run
metrics = {
    "drt": {
        "via_per_inst": 3.55,
        "vias": 465,
        "dr.pass1.iters": 3,
        "drcViolationCount": 0,
        "drtAntennaViolNets": 0,
        "drt-wirelength-per-cell_um": 10.0,
        "finalWirelength_mm": 1.31,
        "drt-initial-drc-count": 1,
        "num_antenna_cells": 0,
    },
    "timing": {
        "hold_viol_final": 0,
        "setup_viol": 0,
        "fmax_ghz": 0.186,
        "finalCriticalPeriod_ns": 5.37,
        "finalMaxSlewViolations": 0,
        "finalSetupTns_ns": 0,
        "rsz0062_at_grt": "false",
        "max-slew-margin-rel": 0.825,
        "finalClockPeriodUsage": 0.778,
        "tightest_slew_ns": 0.255,
    },
    "final_layout": {
        "synthToLayoutAreaGrowth_pct": 65.1,
        "post-route-util": 0.226,
        "n_clock_buffer": 0,
        "flops": 0,
        "register_area_sq_um": 0,
        "drive_gt1_frac": 0.0588,
    },
    "grt": {
        "grt_start_max_net_pins": 8,
        "grt_pass1_wl_mm": 2.17,
        "grt.total_usage": 0.0402,
        "antenna_found_initial": 0,
        "grt_pass1_vias": 489,
        "overflow": 0,
    },
    "synthesis": {
        "aoi_share": 0.209,
        "ys_sh_xor": 0.225,
        "seq_area_frac_synth": 0,
        "mux_share": 0.0214,
        "yosys_warnings": 0,
        "synthAdderAreaFrac": 0.257,
        "syn_area_sq_um": 467,
        "simple_gate_area_frac": 0.206,
        "yosys_cells": 61,
        "synthTopLogicFamily": "adder cells",
        "synth_cell_types": 23,
        "synth_area_per_cell_sq_um": 7.65,
        "syn_inst": 61,
        "yosysChipArea_sq_um": 467,
    },
    "cts": {
        "ctsResizeCount": 0,
        "post_cts_buffers": 0,
        "postCtsHoldBufs": 0,
    },
    "power": {
        "switching_share": 0.359,
        "leakagePower_nw": 0.311,
        "combPwrFrac": 1.000,
        "seq_power_share": 0,
        "intPower_w": 0.0000551,
        "clkPwrFrac": 0,
        "powerDensity_nw_per_um2": 111,
        "ir_worst_vdd_mv": 0.0550,
        "p_sw_w": 0.0000309,
    },
    "hold_path": {
        "hp-class": "input port to output pin",
        "hold_path.startpoint": "input2[0]",
        "min_path_cells": 5,
    },
    "setup_path": {
        "cp-start-kind": "input port",
        "required_ns": 5.52,
        "cp_max_fo": 4,
        "endpoint_kind": "output pin",
        "crit_start": "input1[0]",
        "cp.arrival_ns": 3.99,
        "crit_type": "input port to output pin",
    },
    "place": {
        "dp_hpwl_mm": 1.20,
        "gp_congestion": 0.734,
        "numPortBuffers": 25,
    },
    "floorplanning": {
        "ios": 25,
        "chipArea_sq_um": 6400,
        "die_h_um": 80,
        "fp_util": 0.137,
        "rows": 21,
        "core_area_sq_um": 3420,
        "die_w_um": 80,
    },
    "job": {
        "tool_warnings": 32,
        "max_cap_violations": 0,
    },
    "run_status": {
        "status": "completed",
    },
}
[worst max-delay path: stages]
cell             delay, ns
clkdlybuf4s50_1       0.52
inv_1                 0.06
ha_1                  0.22
nor2_1                0.12
xnor2_1               0.16
ha_1                  0.31
a21o_1                0.20
a21oi_2               0.18
nor2b_1               0.07
o311ai_2              0.24
clkdlybuf4s50_1       0.51
[power by group through the flow]
| stage | clock [W] | sequential [W] | combinational, W |
|---|---|---|---|
| 4_1_cts | 0 | 0 | 0.0000886 |
| 6_report | 0 | 0 | 0.0000859 |
| 5_1_grt | 0 | 0 | 0.0000964 |
[kinds of logic after synthesis]
kind of cell | count (synthesis)
simple gates | 16
compound gates | 13
xor+xnor | 12
buf+inv | 10
fa+ha+maj | 9
mux | 1
[cells in the final DEF, fill, tap and decap left out]
cell	Yosys	routed
a21o_1	1	1
a221oi_1	1	1
clkdlybuf4s50_1	0	25
nor2_1	5	5
nor3_2	2	2
o311ai_2	1	1
nor2b_1	3	3
a21oi_2	1	1
nand3b_1	2	2
xor2_1	2	2
inv_1	9	9
xnor2_1	10	10
or2_2	1	1
and3_1	1	1
fa_1	1	1
a21oi_1	3	3
o2111ai_1	1	1
mux2i_1	1	1
nand2b_1	1	1
o21a_1	1	1
nor3_1	1	1
ha_1	8	8
a31oi_1	4	4
[worst paths after layout]
kind | endpoint
setup / recovery | out[6]
hold / removal | out[0]
[per-stage QoR]
step | total power (W) | hold WS, ns | std cells | setup slack, ns | cell area (sq um)
final | 0.0000859 | 3.74 | 131 | 1.53 | 771
after global routing | 0.0000964 | 3.81 | 131 | 1.36 | 771
after CTS | 0.0000886 | 3.75 | 131 | 1.50 | 771
after detailed placement | 0.0000874 | 3.74 | 131 | 1.50 | 771
after global placement | 0.0000875 | 3.75 | 131 | 1.53 | 771
after floorplan | 0.0000413 | 2.87 | 61 | 2.73 | 467
[synthesized netlist by cell type]
cell type  count  share of area
xnor2_1       10           0.19
inv_1          9          0.072
ha_1           8           0.21
nor2_1         5          0.040
a31oi_1        4          0.054
a21oi_1        3          0.032
nor2b_1        3          0.040
nand3b_1       2          0.032
nor3_2         2          0.043
xor2_1         2          0.038
a21o_1         1          0.016
a21oi_2        1          0.019
a221oi_1       1          0.019
and3_1         1          0.013
clkbuf_1       1         0.0080
fa_1           1          0.043
mux2i_1        1          0.021
nand2b_1       1          0.013
nor3_1         1          0.011
o2111ai_1      1          0.019
o21a_1         1          0.016
o311ai_2       1          0.035
or2_2          1          0.013
[cell type report]
| type | instances | area [sq um] |
|---|---|---|
| timing repair buffer | 25 | 250 |
| inverter | 9 | 33.8 |
| fill | 382 | 2650 |
| tap | 46 | 57.6 |
| multi-input combinational | 51 | 429 |
[routing by layer]
metal	routed length, um	global-route usage	vias up
met3	67	0.00909	0
met2	615	0.0690	12
met5	0	0	-
met1	629	0.0529	192
li1	-	-	261
met4	0	0	0
Power and IR drop assume default switching activity.
