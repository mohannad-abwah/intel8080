`design.v`:
```
module register8(
	input wire clk,
	input wire[7:0] d,
	input wire en,
	input wire r,
	output reg[7:0] q
);
	always @ (posedge clk or negedge r)
	begin
		if (~r)
			q <= 8'b0;
		else if (en)
			q <= d;
	end
endmodule 
```
`run.sh`:
```
#!/bin/bash
# OpenROAD 26Q1-2900-gdf79404cd8, Yosys 0.63+post, stock flow scripts
make -C /OpenROAD-flow-scripts/flow DESIGN_CONFIG=/design/flow/config.mk WORK_HOME=/design/flow/orfs finish
```
`config.mk`:
```
export PLATFORM = sky130hd
export DESIGN_NAME = register8
export DESIGN_NICKNAME = register8
export VERILOG_FILES = /design/flow/design.v
export SDC_FILE = /design/flow/constraint.sdc
export NUM_CORES = 4
export LEC_CHECK = 1
export CORE_AREA = 10 10 70 70
export DIE_AREA = 0 0 80 80
```
`constraint.sdc`:
```
current_design register8

set clk_period 1.5
set clk_io_pct 0.2

create_clock -name clk0 -period $clk_period [get_ports {clk}]

set non_clock_inputs [all_inputs -no_clocks]
set_input_delay [expr $clk_period * $clk_io_pct] -clock clk0 $non_clock_inputs
set_output_delay [expr $clk_period * $clk_io_pct] -clock clk0 [all_outputs]
```
==> impl_metrics.env <==
# yosys + openroad results
export IMPL_wl_per_cell_microns=10.7
export IMPL_port_buffers=18
export IMPL_cp_required_ps=1200
export IMPL_cts_path_max_buffers=2
export IMPL_end_kind="output port"
export IMPL_slowest_delay_ps=480
export IMPL_hold_viol_final=0
export IMPL_postCtsSetupBuffers=0
export IMPL_worstPathCellList="clkdlybuf4s50_1"
export IMPL_syn_inst=17
export IMPL_fmax_ghz=0.724
export IMPL_fp_util_pct=9.71
export IMPL_dieHeight_microns=80
export IMPL_drt_iter0_markers=7
export IMPL_vias=218
export IMPL_switching_share_pct=19.9
export IMPL_diodes=0
export IMPL_internal_power_uw=425
export IMPL_ant_nets=0
export IMPL_ys_area_sq_um=332
export IMPL_grt_pass1_wl_microns=1430
export IMPL_power_uw=530
export IMPL_grt_ovfl_total=0
export IMPL_cts_root_buf="clkbuf_4"
export IMPL_cts_inserted_buffers=3
export IMPL_yosysWarnings=1
export IMPL_dr_pass1_iters=2
export IMPL_fin_crit_sh_pct=92.1
export IMPL_switching_power_uw=105
export IMPL_skew_ps=0
export IMPL_drc=0
export IMPL_worstPathArrival_ps=1080
export IMPL_cts_htree_levels=1
export IMPL_ys_seq_share_pct=60.4
export IMPL_hold_buffers=0
export IMPL_fin_setup_tns_ps=0
export IMPL_viasPerCell=2.56
export IMPL_cts_tree="built"
export IMPL_p_leak_nw=0.258
export IMPL_row_count=21
export IMPL_tightest_slew_ps=373
export IMPL_max_cap_violations=0
export IMPL_log_warning_count=28
export IMPL_ys_ff=8
export IMPL_setup_violations=0
export IMPL_syn_area_sq_um=332
export IMPL_drv_slew=0
export IMPL_status="complete, no violations"
export IMPL_cp_start_kind="flop"
export IMPL_grt_pass1_vias=242
export IMPL_antenna_found_initial=0
export IMPL_grtUsageTotal_pct=3.07
export IMPL_io_pin_count=19
export IMPL_p_seq_share_pct=47.3
export IMPL_die_width_microns=80
export IMPL_critPathBufInv=1
export IMPL_core_sq_um=3420
export IMPL_reg_top3="q: 8 flops"
export IMPL_cts_clk_slew_worst_paths_ps=50
export IMPL_slowest_stage="clkdlybuf4s50_1"
export IMPL_path_max_fanout=2
export IMPL_holdWs_ps=331
export IMPL_vdd_drop_max_mv=0.250
export IMPL_path_delay_family="buffers and inverters"
export IMPL_dieArea_sq_um=6400
export IMPL_regMostFlops="q"
export IMPL_p_per_area_nw_per_um2=872
export IMPL_clock_sinks=8
export IMPL_synth_avg_cell_area_sq_um=19.5
export IMPL_clk_insertion_delay_late_ps=250
export IMPL_routabilityCongestion=0.746
export IMPL_slew_headroom_pct=75.1
export IMPL_crit_type="reg -> out"
export IMPL_final_layout_size_suffix_gt1_share_pct=33.3
export IMPL_grt_max_degree=9
export IMPL_power_share_clock_pct=30.3
export IMPL_grt_setup_unrepaired="no"
export IMPL_fin_crit_ps=1380
export IMPL_syn2layout_area_growth_pct=83.4
export IMPL_wirelength_microns=910
export IMPL_power_frac_comb_pct=22.4
export IMPL_ys_cells=17
export IMPL_n_fill_cell=384
export IMPL_largest_reg_flops=8
export IMPL_cts_resized=0
export IMPL_hold_class="in -> async"
export IMPL_yosysUniqueCellTypes=3
[area by class of cell]
type	instances	area, sq um	area share [%]
repair buffers	20	208	34.2
flip-flops and latches	8	200	32.9
well taps	46	57.6	9.47
clock buffers	3	22.5	3.70
multi-input cells	8	120	19.8
[cell usage in the layout, fill, tap and decap left out, drive strengths merged]
master,synthesis,final
buf,1,2
mux2,8,8
clkdlybuf4s50,0,18
clkbuf,0,3
dfrtp,8,8
[cells in the mapped netlist, drive strengths merged]
cell type  n  area, sq um
mux2       8          120
buf        1         11.3
dfrtp      8          200
[power by group through the flow]
stage	logic, mW	clock network (mW)	registers (mW)
5_1_grt	0.129	0.184	0.253
6_report	0.119	0.160	0.251
4_1_cts	0.122	0.167	0.251
[per-layer routing]
metal / global-route usage (%) / wire (microns) / vias to the layer above
met4: 0.176 / 0 / 0
met2: 3.77 / 334 / 15
li1: - / - / 105
met3: 2.50 / 129 / 0
met1: 4.18 / 445 / 98
met5: 0 / 0 / -
[worst paths after layout]
path / start / to / slack [ps] / cells past startpoint
setup reg to reg: q[3] / q[3] / 730 / 1
hold reg to reg: q[1] / q[1] / 510 / 1
max in group asynchronous: r / q[1] / 900 / 1
setup / recovery: q[4] / q[4] / 120 / 1
hold / removal: r / q[4] / 330 / 1
min in group clk0: q[1] / q[1] / 510 / 1
[through the flow]
stage	cells	util (%)	instance area, sq um	worst slack (ps)
after floorplan	17	-	332	658
after global placement	82	17.1	586	115
after detailed placement	82	17.1	586	104
after CTS	85	17.8	608	90.2
after global routing	85	17.8	608	58.8
final	85	17.8	608	118
[kinds of logic after synthesis]
group / Yosys count / synth area share [%]
buffers and inverters: 1 / 3.40
flip-flops: 8 / 60.4
multiplexers: 8 / 36.2
